$ cat design.v
module ALU (
    A,
    B,
    cin,
    ALUOP,
    product,
    cout,
    Zero
);
parameter TERMINAL_RANGE = 8;
input [TERMINAL_RANGE-1:0] A, B;
input cin, ALUOP;
output reg [TERMINAL_RANGE-1:0] product;
output reg cout, Zero;
wire [TERMINAL_RANGE-1:0] cleaned_B;
assign cleaned_B = ALUOP ? -B : B;
always @(*) begin
    {cout, product} = A + cleaned_B + cin;
    Zero = (product == 0);
end
endmodule
$ cat run.sh
#!/bin/bash
# OpenROAD 26Q1-2900-gdf79404cd8, Yosys 0.63+post, stock flow scripts
make -C /OpenROAD-flow-scripts/flow DESIGN_CONFIG=/design/flow/config.mk WORK_HOME=/design/flow/orfs finish
$ cat config.mk
export PLATFORM = sky130hd
export DESIGN_NAME = ALU
export DESIGN_NICKNAME = ALU
export VERILOG_FILES = /design/flow/design.v
export SDC_FILE = /design/flow/constraint.sdc
export NUM_CORES = 4
export LEC_CHECK = 1
export CORE_AREA = 10 10 70 70
export DIE_AREA = 0 0 80 80
$ cat constraint.sdc
current_design ALU

set clk_period 10.2
set clk_io_pct 0.2

create_clock -name clk0 -period $clk_period

set non_clock_inputs [all_inputs -no_clocks]
set_input_delay [expr $clk_period * $clk_io_pct] -clock clk0 $non_clock_inputs
set_output_delay [expr $clk_period * $clk_io_pct] -clock clk0 [all_outputs]
==> qor.txt <==
Power per cell area: 77.2 nW/um2
Vias in the first global route: 588
Yosys stat chip area: 497 um2
Synthesis-to-finish area growth: 68.0%
Max Clk Rate: 138 MHz
Leak Pwr: 0.349 nW
Required @ worst endpoint: 8.16 ns
Period minus WS final: 7.24 ns
Final core occ: 24.4%
Log Warnings: 32
Iter 0 DRT Violations: 33
Dpl ws: 2.96 ns
Slew HR: 77.2%
Tot Pwr: 0.0644 mW
Total Routing Usage GR: 4.77%
CP dominant cell by count: clkdlybuf4s50_1
Max Slew Vio Count: 0
Status: finished clean
CTS Hold Buffers Added: 0
Syn Std Cell Area: 497 um2
Peak VDD IR: 0.0000167 V
Vias per inst: 3.86
IO Pins: 28
Mapped Cells: 65
Critical path class: primary input to output port
Post-CTS Setup Bufs: 0
Row Count: 21
Routability congestion estimate: 0.754
Max_cap viols: 0
ANT cells: 0
Layout cells sized above 1: 2.15%
GR Layer Usage met1: 6.11%
Port Buffer Count: 28
Worst hold path depth: 5
Critical Path End Type: output port
Final ANT Viol Nets: 0
CP cell instances: clkdlybuf4s50_1, inv_1, ha_1, nand2_1, o21ai_0, fa_1, a21o_1, a221o_1, a21oi_2, xnor2_1, nor4_2, clkdlybuf4s50_1
Met2 Usage GRT: 8.27%
Worst slew pin tran: 0.338 ns
Startpoint Class: primary input
First-pass GRT wire length: 2550 um
Largest type area fraction: 20.2%
Gr busiest metal: met2
Post-DP HPWL: 1440 um
Clock buf count: 0
Worst-path maximum fanout: 4
Seq cells: 0
Resized cells post-CTS: 0
Post-Route WL: 1530 um
Global route overflow: 0
DR vias: 537
Router iterations before antenna repair: 2
Core area: 3420 um2
Yosys cell types: 28
RSZ-0062 raised after global routing: false
Tcrit/Tclk final: 71.0%
Flop area: 0 um2
Initial antenna violation count: 0
# Cells Yosys: 65
FP Core Util: 14.5%
Setup violators final: 0
Met3 Use GR: 1.25%
Fin. Hold Viols: 0
Critical-path top delay cell: clkdlybuf4s50_1
Post-place instance area: 835 um2
Critical path arrival: 5.20 ns
Final worst slack: 2.96 ns
Hold WC Path Type: primary input to output port
DRC: 0
Yosys top cell by area: ha_1
Crit-path max cell delay: 0.54 ns
Largest net degree at the start of global routing: 9
Synth warn: 1
DIE AREA: 6400 um2
Chip width: 80 um
Setup TNS: 0 ns
Synth Seq Share: 0%
Post-Syn Area per Cell: 7.64 um2
Top cells by area: ha_1 20%, xnor2_1 14%, fa_1 8.1%
Die height: 80 um
Top post-synthesis cells by count: 8 x ha_1, 8 x inv_1, 8 x xnor2_1, 5 x nand2_1, 5 x nor2_1
WL per Instance: 11.0 um
Final instance area: 835 um2
==> power breakdown <==
part	switching, mW	internal (mW)
clock	0	0
combinational	0.0250	0.0395
sequential	0	0
total	0.0250	0.0395
==> metrics by stage <==
| step | hold slack, ns | std cells |
|---|---|---|
| 4_1_cts | 5.16 | 139 |
| 6_report | 5.13 | 139 |
| 2_1_floorplan | 4.22 | 65 |
| 3_3_place_gp | 5.16 | 139 |
| 5_1_grt | 5.22 | 139 |
| 3_5_place_dp | 5.15 | 139 |
==> kinds of logic after synthesis <==
group	synth area share, %
AOI/OAI and AO/OA	28.2
buffers and inverters	6.05
adders and majority gates	28.2
xor gates and xnor gates	19.4
and+or+nand+nor	18.1
==> layer usage <==
layer / up-vias / share of wire, %
met1: 235 / 46
met2: 14 / 46
met4: 0 / 0
li1: 288 / -
met5: - / 0
met3: 0 / 8.0
==> critical path: cells and delay by family <==
kind / cells / cell delay, ns
XOR/XNOR: 1 / 0.11
AND/OR/NAND/NOR: 2 / 0.30
AND-OR/OR-AND: 4 / 0.86
adder cells (fa/ha/maj): 2 / 0.75
buffers and inverters: 3 / 1.14
==> layout make-up <==
class	instances	area (um2)
fill	394	2580
inverter	8	30.0
multi-input combinational	57	467
tap	46	57.6
timing repair buffer	28	280
==> placed cells by master, fill, tap and decap left out <==
cell type and count:
inv_1 8, or3_1 1, nor4_2 1, xnor2_1 8
o21bai_1 1, a221o_1 1, nand2b_1 1, o21ai_0 1
o211ai_1 1, a2111o_1 1, clkdlybuf4s50_1 28, nand2_1 5
fa_1 2, ha_1 8, a21o_1 2, o31ai_1 2
nor2b_1 1, o21a_1 2, nor3_1 3, a211oi_1 1
o31a_1 1, o211a_1 1, and2_1 1, a21boi_0 1
a21oi_2 1, o22ai_1 1, a21oi_1 1, xor2_1 3
nor2_1 5
==> final timing paths <==
kind,from,to,slack [ns]
worst max-delay path,B[0],Zero,2.96
worst min-delay path,cin,product[0],5.13
No activity file was given, so power comes from the tool's default toggle rates.
