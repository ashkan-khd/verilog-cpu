==> ./design.v <==
module Stack(Clk, RstN, Enable, Data_in, Push, Pop, Data_out, Full, Empty);
	parameter WORD_RANGE = 8;
	parameter WORD_COUNT = 64;
	input Clk, RstN, Enable, Push, Pop;
	input [WORD_RANGE-1:0] Data_in;
	output reg [WORD_RANGE-1:0] Data_out;
	output reg Full, Empty;
	integer ptr;
	reg [WORD_RANGE-1:0] vars[WORD_COUNT-1:0];
	always @(posedge Clk, posedge RstN) begin
		if(RstN) begin
			ptr = 0;
			Empty = 1;
			Full = 0;
		end
		else begin
			if (Enable) begin
				if(Pop & ~Empty) begin
					Full = 0;
					ptr = ptr - 1;
					Data_out = vars[ptr];
					if(ptr == 0)
						Empty = 1;
				end
				if(Push & ~Full) begin
					Empty = 0;
					vars[ptr] = Data_in;
					ptr = ptr + 1;
					if(ptr == WORD_COUNT)
						Full = 1;
				end
			end
		end
	end
	initial begin
		ptr = 0;
		Empty = 1;
		Full = 0;
	end
endmodule
==> ./run.sh <==
#!/bin/bash
# OpenROAD 26Q1-2900-gdf79404cd8, Yosys 0.63+post, stock flow scripts
make -C /OpenROAD-flow-scripts/flow DESIGN_CONFIG=/design/flow/config.mk WORK_HOME=/design/flow/orfs finish
==> ./config.mk <==
export PLATFORM = sky130hd
export DESIGN_NAME = Stack
export DESIGN_NICKNAME = Stack
export VERILOG_FILES = /design/flow/design.v
export SDC_FILE = /design/flow/constraint.sdc
export NUM_CORES = 4
export LEC_CHECK = 1
export CORE_UTILIZATION = 40
==> ./constraint.sdc <==
current_design Stack

set clk_period 9.8
set clk_io_pct 0.2

create_clock -name clk0 -period $clk_period [get_ports {Clk}]

set non_clock_inputs [all_inputs -no_clocks]
set_input_delay [expr $clk_period * $clk_io_pct] -clock clk0 $non_clock_inputs
set_output_delay [expr $clk_period * $clk_io_pct] -clock clk0 [all_outputs]
==> impl_metrics.py <==
# Metrics from the implementation run
metrics = {
    "logic_synthesis": {
        "ys_seq_share": 0.6771,
        "syn_inst": 1813,
        "ys.flops": 554,
        "ys_chip_area_sq_um": 24320,
        "area_leaders": "edfxtp_1 64%, a22oi_1 6.6%, dfrtp_1 3.4%",
        "synth_warnings": 2,
        "syn_avg_cell_area_sq_um": 13.41,
        "ff_type": "edfxtp_1",
        "netlist_area_sq_um": 24320,
        "synth.distinct_cells": 88,
        "edf_count": 520,
        "top_cell": "edfxtp_1",
        "yosys_cells": 1813,
        "async_reset_ff_frac": 0.06137,
        "netlist_top_cells_count": "520 x edfxtp_1, 213 x a22oi_1, 150 x nand2_1",
        "synth_top_area_share": 0.6420,
        "synth_top_cell_by_area": "edfxtp_1",
    },
    "critical_path": {
        "cp.required_ns": 10.07,
        "crit_arrival_ns": 7.27,
        "r2r_slack_ns": 3.99,
        "cp_max_fo": 14,
        "r2r_start": "ptr[0]$_DFFE_PP0P_",
        "r2r-end": "vars[62][3]$_DFFE_PP_",
        "end_kind": "flop",
        "reg2regPathDepth": 17,
        "endpoint": "vars[62][3]$_DFFE_PP_",
        "startpoint_type": "input port",
        "crit_start": "Pop",
        "criticalPathCategory": "in -> reg",
    },
    "drt": {
        "wl_um": 92030,
        "first_pass_iters": 8,
        "wl_per_cell_um": 32.83,
        "drc": 0,
        "ant_nets": 0,
        "drt_iter0_drc": 1483,
        "antenna_cells": 0,
        "viasPerCell": 6.193,
        "num_vias": 17358,
    },
    "die": {
        "die_h_um": 248.6,
        "die_x_um": 248.6,
        "die_area_sq_um": 61790,
        "pin_count": 23,
        "fp-utilization": 0.4037,
        "num_rows": 90,
        "core-area_sq_um": 60250,
    },
    "clock_network": {
        "ctsLongestPathBuffers": 3,
        "clock_latency_ns": 0.63,
        "cts-buffers-inserted": 57,
        "h-tree-depth": 2,
        "numClockSinks": 554,
        "cts_tree": "done",
        "hold_buffers": 0,
        "clk_pin_slew_worst_paths_ns": 0.06,
        "clockRootBuffer": "clkbuf_16",
        "postCtsSetupRepairBufs": 0,
        "cts.repair.resized": 0,
    },
    "final_timing": {
        "fin_setup_tns_ns": 0,
        "period_used_share": 0.7143,
        "rsz0062_at_grt": "false",
        "holdWs_ns": 0.5489,
        "min_period_ns": 7.000,
        "tightest_slew_ns": 1.097,
        "setup_viol": 0,
        "max_freq_mhz": 142.9,
        "finalHoldViolCount": 0,
        "skew_ns": 0.02448,
        "drv_slew": 0,
        "relSlewSlack": 0.2663,
    },
    "placed_design": {
        "routabilityCongestion": 1.029,
        "dpl.hpwl_um": 64450,
        "port_buffers": 22,
    },
    "global_routing": {
        "grt.overflow.total": 0,
        "grt_pass1_wl_um": 131000,
        "grtUsageTotal": 0.3241,
        "grt_start_max_net_pins": 53,
        "antenna_found_initial": 1,
        "grt_pass1_vias": 17835,
    },
    "power": {
        "p_total_mw": 8.679,
        "ir_drop_v": 0.0001703,
        "powerDensity_nw_per_um2": 307.4,
        "p_leak_nw": 9.489,
    },
    "final_layout": {
        "drive_above_1_share": 0.1499,
        "num-fill-cells": 5272,
        "area_delta_synth_final_pct": 16.08,
    },
    "hold_path": {
        "min_path_type": "reg -> reg",
        "hp-start": "vars[0][7]$_DFFE_PP_",
    },
    "run": {
        "maxCapViolCount": 0,
        "openroad.warnings": 31,
    },
    "outcome": {
        "status": "complete, no violations",
    },
}
through the flow:
| step | utilization | area (sq um) | setup slack (ns) | instances |
|---|---|---|---|---|
| detailed placement | 0.4369 | 26320 | 2.319 | 2700 |
| finish | 0.4686 | 28230 | 2.800 | 2803 |
| global route | 0.4686 | 28230 | 2.358 | 2803 |
| CTS | 0.4686 | 28230 | 2.977 | 2803 |
| floorplan | - | 24320 | 4.137 | 1813 |
| global placement | 0.4369 | 26320 | 2.465 | 2700 |
worst min-delay path by stage:
stage	end	slack (ns)	cells past startpoint
4_1_cts	Data_out[7]$_DFFE_PP_	0.55	1
6_report	Data_out[7]$_DFFE_PP_	0.55	1
5_1_grt	Data_out[0]$_DFFE_PP_	0.57	1
cell families after synthesis:
kind of cell / Yosys count / synth area share
flip-flops: 554 / 0.6771
multiplexers: 21 / 0.009672
buffers and inverters: 73 / 0.01214
AND-OR/OR-AND: 469 / 0.1339
AND/OR/NAND/NOR: 586 / 0.1264
XOR/XNOR: 102 / 0.03673
adder cells (fa/ha/maj): 8 / 0.004116
worst max-delay path: stages:
cell	delay, ns
clkdlybuf4s50_1	0.62
nor2b_1	0.73
xnor2_1	0.24
inv_1	0.14
ha_1	0.50
or2_2	0.34
nor2_1	0.06
buf_4	0.21
nor2_1	0.13
nor2_1	0.07
a2111oi_0	0.80
nor3_1	0.11
buf_4	0.20
o211ai_1	0.37
a21o_1	0.45
a21oi_1	0.31
layout make-up:
class	count	area, sq um	area share
clock inverters	36	425.4	0.01507
multi-input cells	1186	7569	0.2681
clock buffers	67	1485	0.05261
repair buffers	166	1261	0.04467
flip-flops and latches	554	16470	0.5833
inverters	12	45.04	0.001596
well taps	782	978.4	0.03466
cells in the final DEF (no fill, tap or decap), types with 6 or more instances in the layout:
| cell | instances |
|---|---|
| o31ai_1 | 7 |
| o21ai_1 | 9 |
| nand4_1 | 58 |
| nor4_2 | 6 |
| or3_1 | 14 |
| nand3_1 | 35 |
| clkinv_2 | 10 |
| nand2b_1 | 9 |
| buf_4 | 144 |
| mux2_2 | 16 |
| and3_1 | 10 |
| clkbuf_1 | 9 |
| clkinv_1 | 9 |
| a31oi_1 | 13 |
| nor2_1 | 138 |
| a22o_1 | 13 |
| or4_1 | 7 |
| edfxtp_1 | 520 |
| a22oi_1 | 213 |
| xor2_1 | 31 |
| nor4_1 | 31 |
| nor3_1 | 51 |
| bufinv_16 | 8 |
| a21oi_1 | 84 |
| nand3b_1 | 7 |
| buf_2 | 8 |
| a221oi_1 | 13 |
| inv_1 | 11 |
| dfrtp_1 | 33 |
| nand2_1 | 150 |
| a32oi_1 | 8 |
| or2_2 | 14 |
| a211oi_1 | 6 |
| and2_1 | 11 |
| clkdlybuf4s50_1 | 14 |
| clkbuf_16 | 58 |
| xnor2_1 | 71 |
| o21ai_0 | 52 |
| ha_1 | 8 |
per-layer routing:
layer  track usage  part of all wire  up-vias
li1              -                 -     7545
met1        0.4378              0.37     8517
met2        0.4388              0.43     1114
met3        0.2084              0.16      178
met4        0.1182             0.046        4
met5       0.01081           0.00088        -
flip-flops by register name, summed over array words and instances (netlist names):
name,cells
Data_out,8
Empty,1
Full,1
ptr,32
vars,512
power breakdown:
group / total, mW / switching, mW / internal (mW) / leakage [nW]
Clock: 2.23 / 0.929 / 1.30 / 0.929
Sequential: 3.27 / 0.243 / 3.03 / 5.16
Combinational: 3.18 / 2.26 / 0.919 / 3.40
Power figures rest on the tool's default switching activity, not on a simulated workload.
