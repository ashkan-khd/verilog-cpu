==> ./design.v <==
module MUX (
    select,
    a,
    b,
    out
);
parameter WORD_RANGE = 16;
input select;
input [WORD_RANGE-1:0] a;
input [WORD_RANGE-1:0] b;
output reg [WORD_RANGE-1:0] out;
integer i;
always @(select, a, b) begin
    if (~select) begin
        out = a;
    end else begin
        out = b;
    end
end
endmodule
==> ./run.sh <==
#!/bin/bash
# OpenROAD 26Q1-2900-gdf79404cd8, Yosys 0.63+post, stock flow scripts
make -C /OpenROAD-flow-scripts/flow DESIGN_CONFIG=/design/flow/config.mk WORK_HOME=/design/flow/orfs finish
==> ./config.mk <==
export PLATFORM = sky130hd
export DESIGN_NAME = MUX
export DESIGN_NICKNAME = MUX
export VERILOG_FILES = /design/flow/design.v
export SDC_FILE = /design/flow/constraint.sdc
export NUM_CORES = 4
export LEC_CHECK = 1
export CORE_AREA = 10 10 70 70
export DIE_AREA = 0 0 80 80
==> ./constraint.sdc <==
current_design MUX

set clk_period 1.0
set clk_io_pct 0.2

create_clock -name clk0 -period $clk_period

set non_clock_inputs [all_inputs -no_clocks]
set_input_delay [expr $clk_period * $clk_io_pct] -clock clk0 $non_clock_inputs
set_output_delay [expr $clk_period * $clk_io_pct] -clock clk0 [all_outputs]
==> flow_summary.toml <==
# yosys + openroad results
[outcome]
outcome = "finished, violations left"
violations = "negative setup slack"

[flow_run]
drv_cap = 0
warnings = 34

[global_routing]
grt_pass1_wl_um = 2190
antenna_found_initial = 0
grt_util_all_layers_pct = 4.20
grt_pass1_vias = 430
overflow = 0
grt_max_degree = 9

[logic_synthesis]
yosys.stat.chipArea_um2 = 249
synth_warnings = 1
top_cells_by_count = "mux2_4, mux2_2, buf_12, buf_6"
synth_seq_share_pct = 0
avgSynthCellArea_um2 = 13.8
largest_area_cell = "mux2_4"
synth_cells = 18
ys_cells = 18
syn-cell-area_um2 = 249
yosys.cell_types.count = 4
synthTopCellsByArea = "mux2_4, mux2_2, buf_12, buf_6"
top_cell = "mux2_4"
top_area_share_pct = 60.3

[detailed_routing]
ant_nets = 0
via_per_inst = 3.18
drt_iter0_markers = 2
routed_wl_um = 1410
num_vias = 359
n_antenna_cell = 0
first_pass_iters = 2
route.detailed.drc = 0
routedWlPerCell_um = 12.4

[power_and_ir_drop]
combPwrFrac_pct = 100.0
p_leak_nw = 0.417
switching_share_pct = 22.4
seqPwrFrac_pct = 0
vdd_drop_max_mv = 0.151
p_int_mw = 0.234
pwr_density_cell_mw_per_mm2 = 379
power.net_switching_mw = 0.0674
clockPowerShare_pct = 0

[worst_setup_path]
worstSetupPathType = "primary input to output pin"
cp.arrival_ns = 0.86
cpPeakStageDelay_ns = 0.30
path_max_fanout = 8
crit_path_frequent_cell = "buf_12"
crit_chain = "buf_12 -> buf_12 -> mux2_4 -> buf_6"
cp-start-kind = "primary input"
cpMaxStageDelayCell = "mux2_4"
cp-end-kind = "output pin"
required_ns = 0.80

[place]
place_congestion = 0.815
dpl.hpwl_um = 1220
port_buffers = 49
preCtsSetupSlack_ns = -0.853
placed_cell_area_um2 = 786

[worst_hold_path]
hold_class = "primary input to output pin"

[die]
ios = 49
initCoreUtil_pct = 7.29
die_h_um = 80
dieWidth_um = 80
chipArea_mm2 = 0.00640
coreArea_mm2 = 0.00342
rows = 21

[cells_and_area]
syn_to_final_growth_pct = 219
final_area_um2 = 795
ff_count = 0
regArea_um2 = 0
utilization_pct = 23.3
fillerInstances = 374
drive_above_1_share_pct = 52.2
nClkBuffers = 0
combGateArea_um2 = 240

[timing]
setup_violations = 16
layout_setup_ws_ns = -0.0564
worstMarginPinSlew_ns = 0.0710
final-hold-violation-count = 0
maxSlewViolCount = 0
timing.fmax_mhz = 947
grt_setup_unrepaired = "true"
hold_ws_ns = 0.794
finalCritPeriodShare_pct = 106
post-route-min-period_ns = 1.06
slew_headroom_pct = 95.3

[clock_network]
hold_buffers = 0
==> final timing paths <==
kind | from | to | slack, ns | depth (start not counted)
hold / removal | a[5] | out[5] | 0.79 | 3
setup / recovery | select | out[14] | -0.06 | 4
==> per-layer routing <==
layer / up-vias / routed length, µm / GRT usage, %
met2: 49 / 337 / 4.49
met5: - / 0 / 0
li1: 167 / - / -
met1: 143 / 738 / 6.39
met3: 0 / 329 / 3.30
met4: 0 / 0 / 0
==> kinds of logic after synthesis <==
logic type             Yosys count  share of synthesized area [%]
muxes                           16                           87.4
buffers and inverters            2                           12.6
==> critical path: cells and delay by family <==
| family | cells | cell delay [ns] |
|---|---|---|
| muxes | 1 | 0.30 |
| buffers and inverters | 3 | 0.36 |
==> power groups by stage <==
stage / Combinational (mW) / Sequential, mW / Clock (mW)
4_1_cts: 0.286 / 0 / 0
5_1_grt: 0.326 / 0 / 0
6_report: 0.301 / 0 / 0
==> cell type report <==
type                       instances  share of cell area, %
multi-input combinational         16                   30.2
tap                               46                   7.24
timing repair buffer              51                   62.5
==> placed cells by master, fill, tap and decap left out, drive strengths merged <==
cell type / n
mux2: 16
buf: 19
dlygate4sd2: 32
==> what timing repair did <==
item,in CTS,in global routing
gates cloned,1,0
setup endpoints to repair,16,16
gates resized,102,5
endpoints found under the hold margin,0,0
buffers inserted,0,0
==> metrics by stage <==
| stage | std cells | power [mW] | TNS (ns) |
|---|---|---|---|
| 6_report | 113 | 0.301 | -0.817 |
| 2_1_floorplan | 18 | 0.0893 | 0 |
| 3_3_place_gp | 112 | 0.319 | -13.02 |
| 4_1_cts | 113 | 0.286 | -0.874 |
| 3_5_place_dp | 112 | 0.319 | -13.23 |
| 5_1_grt | 113 | 0.326 | -1.08 |
No activity file was given, so power comes from the tool's default toggle rates.
